==> design.v <==
module  CONV(
	input		clk,
	input		reset,
	output	reg	busy,	
	input		ready,	
	output	reg [11:0]	iaddr,
	input	signed [19:0] idata,	
	output	 reg cwr,
	output	 reg [11:0]	caddr_wr,
	output	 reg [19:0]	cdata_wr,
	output	 reg	crd,
	output	 reg [11:0]	caddr_rd,
	input	 [19:0]	cdata_rd,
	output reg 	[2:0] 	csel
	);
	reg [11:0] image_addr;
	reg [11:0] L1_image_addr;
	reg [9:0] L1_write_addr;
	wire [11:0] L1_image_addr1;
	wire [11:0] L1_image_addr2;
	wire [11:0] L1_image_addr3;
	wire [11:0] image_addr1;
	wire [11:0] image_addr2;
	wire [11:0] image_addr3;
	wire [11:0] image_addr4;
	wire [11:0] image_addr5;
	wire [11:0] image_addr6;
	wire [11:0] image_addr7;
	wire [11:0] image_addr8;
	reg [2:0] state , next_state;
	reg [3:0] kernel_count;
	reg signed	[19:0] ker;
	reg signed [19:0] cdata_max;
	reg signed [39:0] gray_data;
	reg signed [39:0] L0_conv_data;
	wire signed [39:0] L0_round_data;
	wire signed [19:0] L0_relu_data;
	wire zero_padding;
	parameter  INIT = 3'b000 ;
	parameter  L0_READ = 3'b001 ;
	parameter  RELU = 3'b010 ;
	parameter  L0_WRITE = 3'b011 ;
	parameter  L1_INIT = 3'b100 ;
	parameter  L1_READ = 3'b101 ;
	parameter  L1_WRITE = 3'b110 ;
	parameter  FINISH = 3'b111 ;
always @(posedge clk or posedge reset) begin
	if (reset) begin
		state <= INIT;
	end
	else begin
		state <= next_state;
	end
end
always@(*)begin
    case (state)
        INIT:begin
			if(ready) next_state =  L0_READ;
            else next_state = INIT;
		end 
        L0_READ :begin
			if(kernel_count == 4'd10) next_state = RELU;
			else next_state = L0_READ;
		end 
		RELU :begin
			next_state = L0_WRITE;
		end 
		L0_WRITE: begin
			if(image_addr == 12'd4095) next_state = L1_INIT;
			else next_state = L0_READ;
		end
		L1_INIT: begin
			 next_state = L1_READ;
		end
		L1_READ: begin
			 if(kernel_count ==  4'd6) next_state = L1_WRITE;
			 else next_state = L1_READ;
		end
		L1_WRITE: begin
			 if(L1_write_addr == 10'd1023) next_state = FINISH;
			 else next_state = L1_READ;
		end
        default: begin
		end
    endcase
end
always @(*) begin
    case (state)
        INIT: begin
                busy = 0;
				cwr =  0;
				csel = 3'b000;
				crd = 0;
        end 
        L0_READ: begin
                busy = 1;
				cwr =  0;
				csel = 3'b000;
				crd = 0; 
        end
		RELU: begin
				busy = 1;
				cwr =  0;
				csel = 3'b000;
				crd = 0;
		end
		L0_WRITE: begin
				busy = 1;
				cwr =  1;
				csel = 3'b001;
				crd = 0;
		end
		L1_INIT:begin
				busy = 1;
				cwr =  0;
				csel = 3'b000;
				crd = 0;
		end
		L1_READ:begin
				busy = 1;
				cwr =  0;
				csel = 3'b001;
				crd =  1;
		end
		L1_WRITE:begin
				busy = 1;
				cwr =  1;
				csel = 3'b011;
				crd =  0;
		end
        FINISH: begin
                busy = 0;
				cwr =  0;
				csel = 3'b000;
				crd = 0;
        end
        default: begin
		end
    endcase
end
always @(posedge clk) begin
	if(state == INIT) begin
		image_addr <= 12'b0;
	end
	else if(state == L0_WRITE ) begin
		image_addr <= image_addr + 1;
	end
end
assign image_addr1 = image_addr-12'b000001000001;
assign image_addr2 = image_addr1+12'b000000000001;
assign image_addr3 = image_addr2+12'b000000000001;
assign image_addr4 = image_addr-12'b000000000001;
assign image_addr5 = image_addr+12'b000000000001;
assign image_addr6 = image_addr+12'b000000111111;
assign image_addr7 = image_addr6+12'b000000000001;
assign image_addr8 = image_addr7+12'b000000000001;
always @(posedge clk ) begin
	case (kernel_count)
		4'd0: 	iaddr <= image_addr;
		4'd1: 	iaddr <= image_addr1;
		4'd2: 	iaddr <= image_addr2;
		4'd3:	iaddr <= image_addr3;
		4'd4:	iaddr <= image_addr4;
		4'd5:	iaddr <= image_addr5;
		4'd6:	iaddr <= image_addr6;
		4'd7:	iaddr <= image_addr7;
		4'd8:	iaddr <= image_addr8;
		default: begin
		end
	endcase
end
assign zero_padding = 	 ((image_addr[11:6] == 6'b000000) && (kernel_count==4'd2||kernel_count==4'd3||kernel_count==4'd4))
						||((image_addr[11:6] == 6'b111111) && (kernel_count==4'd7||kernel_count==4'd8||kernel_count==4'd9))
						||((image_addr[5:0] == 6'b000000) && (kernel_count==4'd2||kernel_count==4'd5||kernel_count==4'd7))
						||((image_addr[5:0]	== 6'b111111) && (kernel_count==4'd4||kernel_count==4'd6||kernel_count==4'd9));
always@(*) begin
	if(reset) begin
		ker = 20'HF8F71;
	end
	else begin
		case (kernel_count)
			4'd1:	ker = 20'HF8F71;
			4'd2:	ker = 20'H0A89E;
			4'd3:	ker = 20'H092D5;
			4'd4:	ker = 20'H06D43;
			4'd5:	ker = 20'H01004;
			4'd6:	ker = 20'HF6E54;
			4'd7:	ker = 20'HFA6D7;
			4'd8:	ker = 20'HFC834;
			4'd9:	ker = 20'HFAC19;
			default:ker = 20'H00000;
		endcase
	end
end
always @(posedge clk) begin
	if(state == INIT) begin
		gray_data <= 20'sb0;
	end
	else if(state == L0_READ ) begin
		case (kernel_count)
			4'd1: 	gray_data  <= (zero_padding)?20'sb0:idata*ker;
			4'd2: 	gray_data  <= (zero_padding)?20'sb0:idata*ker;
			4'd3:	gray_data  <= (zero_padding)?20'sb0:idata*ker;
			4'd4:	gray_data  <= (zero_padding)?20'sb0:idata*ker;
			4'd5:	gray_data  <= (zero_padding)?20'sb0:idata*ker;
			4'd6:	gray_data  <= (zero_padding)?20'sb0:idata*ker;
			4'd7:	gray_data  <= (zero_padding)?20'sb0:idata*ker;
			4'd8:	gray_data  <= (zero_padding)?20'sb0:idata*ker; 
			4'd9: 	gray_data  <= (zero_padding)?20'sb0:idata*ker;
			default: begin
				gray_data  <= 20'sb0;
			end
		endcase
	end
end
always @(posedge clk) begin
	if(state == INIT || state == RELU || state == L1_WRITE) begin
		kernel_count <= 4'b0;
	end
	else if(state == L0_READ ) begin
		kernel_count <= kernel_count + 1;
	end
	else if (state == L1_READ)begin
		kernel_count <= kernel_count + 1;
	end
end
always@(posedge clk or posedge reset) 
begin
	if(reset) begin
		L0_conv_data <= 0;
    end else if (state == L0_WRITE) begin 
        L0_conv_data <= 0;       
    end else begin 
        L0_conv_data <= L0_conv_data + gray_data;
    end
end
assign L0_round_data = (state == RELU && L0_conv_data[15] ) ? 
						(L0_conv_data+40'h0013110000):(L0_conv_data+40'h0013100000);
assign L0_relu_data =  (L0_round_data>0) ? L0_round_data[35:16] :20'b0; 
always @(posedge clk or posedge reset) begin
	if(reset)begin
		cdata_wr <= 0;
	end
	else begin
		case (state)
			INIT:		cdata_wr <= 0;
			L0_READ:	cdata_wr <= 0;
			RELU:		cdata_wr <= L0_relu_data;
			L0_WRITE:	cdata_wr <= cdata_wr;
			L1_INIT:	cdata_wr <= 0;
			L1_READ:	cdata_wr <= (kernel_count == 4'd6)?cdata_max:0;
			L1_WRITE:	cdata_wr <= 0;
			FINISH: 	cdata_wr <= 0;
			default: 	cdata_wr <= 0;
		endcase
	end
end
always @(posedge clk or posedge reset) begin
	if(reset)begin
		caddr_wr <= 0;
	end
	else begin
		case (state)
			INIT:		caddr_wr <= image_addr;
			L0_READ:	caddr_wr <= image_addr;
			RELU:		caddr_wr <= image_addr;
			L0_WRITE:	caddr_wr <= image_addr;
			L1_INIT:	caddr_wr <= L1_write_addr;
			L1_READ:	caddr_wr <= L1_write_addr;
			L1_WRITE:	caddr_wr <= L1_write_addr;
			FINISH: 	caddr_wr <= 0;
			default: 	begin
			end
		endcase
	end
end
always @(posedge clk or posedge reset) begin
	if (reset) begin
		L1_image_addr <=12'b0; 
	end
	else if(state == L1_WRITE) begin
		if(L1_image_addr[5:0] == 6'b111110)
			L1_image_addr <= L1_image_addr +12'b000001000010;
		else 
			L1_image_addr <= L1_image_addr +12'b000000000010;	
	end
end
assign L1_image_addr1 = L1_image_addr + 12'd1;
assign L1_image_addr2 = L1_image_addr + 12'd64;
assign L1_image_addr3 = L1_image_addr + 12'd65;
always @(posedge clk or posedge reset) begin
	if (reset) begin
		L1_write_addr <= 10'b0;
	end
	else if (state == L1_WRITE)begin
		L1_write_addr <= L1_write_addr +1;
	end
end
always@(posedge clk or posedge reset) begin
	if(reset) begin
		caddr_rd = 12'b0;
	end
	else if (state == L1_READ)begin
		case (kernel_count)
			4'd1:	caddr_rd  <= L1_image_addr;
			4'd2:	caddr_rd  <= L1_image_addr1;
			4'd3:	caddr_rd  <= L1_image_addr2;
			4'd4:	caddr_rd  <= L1_image_addr3;
			default: caddr_rd <=  12'b0;
		endcase
	end
end
always@(posedge clk or posedge reset)begin
	if(reset) begin
		cdata_max <= 20'b0;
	end
	else if(state == L1_READ)begin
		case (kernel_count)
			4'd0:  	cdata_max  <= 20'b0;
			4'd1:  	cdata_max  <= 20'b0;
			4'd2:	cdata_max  <= (cdata_max >= cdata_rd)?cdata_max:cdata_rd;
			4'd3:	cdata_max  <= (cdata_max >= cdata_rd)?cdata_max:cdata_rd;
			4'd4:	cdata_max  <= (cdata_max >= cdata_rd)?cdata_max:cdata_rd;
			4'd5:	cdata_max  <= (cdata_max >= cdata_rd)?cdata_max:cdata_rd;
			default: begin
			end
		endcase
	end
end
endmodule
==> run.sh <==
#!/bin/bash
# OpenROAD 26Q1-2900-gdf79404cd8, Yosys 0.63+post, stock flow scripts
make -C /OpenROAD-flow-scripts/flow DESIGN_CONFIG=/design/flow/config.mk WORK_HOME=/design/flow/orfs finish
==> config.mk <==
export PLATFORM = sky130hd
export DESIGN_NAME = CONV
export DESIGN_NICKNAME = CONV
export VERILOG_FILES = /design/flow/design.v
export SDC_FILE = /design/flow/constraint.sdc
export NUM_CORES = 4
export LEC_CHECK = 1
export CORE_UTILIZATION = 30
==> constraint.sdc <==
current_design CONV

set clk_period 21.5
set clk_io_pct 0.2

create_clock -name clk0 -period $clk_period [get_ports {clk}]

set non_clock_inputs [all_inputs -no_clocks]
set_input_delay [expr $clk_period * $clk_io_pct] -clock clk0 $non_clock_inputs
set_output_delay [expr $clk_period * $clk_io_pct] -clock clk0 [all_outputs]
==> Changelog: implementation <==
### Changed

- LEAKAGE: 15.16 nW
- ANT cells: 0
- Synthesized area: 0.02831 sq mm
- Post-DP HPWL: 58,840 um
- Crit end category: register
- Slew HR: a little over 40%
- Synthesis Warnings: 1
- Core Util at FP: 30.33%
- Chip width: 309.2 um
- Largest net degree at the start of global routing: 72
- Vias in the first global route: 22.71k
- Setup Skew: 0.01262 ns
- Critical Path Start: reset
- Initial DRC Count: approximately 1.2k
- Worst-path clk slew: around 0.06 ns
- Fin crit period: 11.66 ns
- Vias: 21.77k
- Routed len/inst: 16.39 um
- Maximum VDD drop: 0.2365 mV
- Layout cells sized above 1: 4.304%
- Crit Path Max Fanout: 30
- FMAX: 0.08573 GHz
- Reg2reg end: gray_data[32]$_SDFFE_PP0P_
- Sequential cell area: 0.005070 sq mm
- # Cells Yosys: roughly 3.2k
- Cycle use final: between 50% and 60%
- Tightest Pin Transition: 0.8821 ns
- Post-Syn Instances: 3,215
- Synth area leader: fa_1
- MaxCap Viol Count: 0
- Avg Cell Area, Syn: 8.805 sq um
- IO Count: 105
- GPL Wtd Cong: 0.9488
- Final Total Pwr: 5.256 mW
- Critical path class: in2reg
- Rows: ~110
- Comb gate area: 0.02056 sq mm
- Critical Path RT: around 22 ns
- Final antenna-violating net count: 0
- Top cell area share: ~29%
- Post_cts resized: 0
- DP Worst Slack: between 9 and 10 ns
- WHS Path Cells: 2
- Postcts setup bufs: 0
- Post-synth regs: 216
- Count of unclocked register or latch pins: 3
- Setup WS post-layout: just under 10 ns
- Core ar.: 0.09333 sq mm
- Worst-skew pair later-pin latency: roughly 0.55 ns
- Critical Path Start Type: input pin
- Hold Path Class: reg2reg
- I/O Buffers: between 100 and 150
- Endpoints failing setup: 0
- Vias/cell: just under 5
- Initial antenna violation count: 0
- Drt total wl: 74,250 um
- CTS tree: built
- FFs w/ async S/R, synth: 59.26%
- Final Max Slew Viols: 0
- Chip area: 0.09559 sq mm
- DRC violations left: 0
- Global-route wire length before repair: 123,000 um
- Synth Flop Type: dfrtp_1
- Cell variety after synth: 88
- Tool Warnings: 40
- Status: finished, final reports clean
- RSZ-0062 raised after global routing: false
- Setup tns final: 0 ns
- Post-Place Cells: 4,482
- Synth-to-Final Area Change: 11.91%
- H-Tree Depth: 1
- Reg2Reg Setup Slack: about 14 ns
- Post-synth EDFFs: 12
- Hold Path Origin: gray_data[33]$_SDFFE_PP0P_
- PD cells: about 170 mW/mm^2
- # hold bufs at CTS: 0
- Post-synth area hogs: fa_1, dfrtp_1, ha_1
- Final Cell Area: ~0.032 sq mm
- DRT Pass-1 Iters: 5
- Crit path DAT: about 12 ns
- Hold Path End: gray_data[33]$_SDFFE_PP0P_
- Placed standard-cell area: 0.03076 sq mm
- Filler Cell Count: 9,539
- Post-synth top cells: inv_1, fa_1, nand2_1
- Die H: 309.2 um
- Grt ovf: 0
- Yosys synthesis chip area: around 0.028 sq mm
- Root Driver: clkbuf_16
- Top-count cell post-synth: inv_1
- Fin cells: 4,530
- CTS buffer count: 26
- Clock buffer depth: 3
- Final hold vios: 0
- Endpoints left unconstrained: 6
- Worst reg2reg path depth: 24
- GRT Total Usage: 16.94%
state kept, by name (all words and copies together) (netlist names), named ones only:
signal,count
L1_image_addr,11
next_state,3
L1_write_addr,10
image_addr,12
kernel_count,4
state,3
cdata_max,20
L0_conv_data,40
gray_data,40
iaddr,12
caddr_rd,12
cdata_wr,20
caddr_wr,12
area by class of cell:
cell class              count  area share (%)
clock buffers              35           2.457
clock inverters            13          0.4582
inverters                 556           6.604
multi-input cells        2295           64.90
flip-flops and latches    216           16.00
well taps                1254           4.953
repair buffers            161           4.629
cells by family (layout without fill, tap and decap cells):
kind of cell | after synthesis | after routing | synth area share, %
flip-flops | 213 | 213 | 17.75
latches | 3 | 3 | 0.1591
AND/OR/NAND/NOR | 957 | 957 | 16.33
buffers and inverters | 704 | 765 | 9.521
AND-OR/OR-AND | 555 | 555 | 12.90
other | 1 | 1 | 0.01325
XOR/XNOR | 161 | 161 | 5.034
adder cells (fa/ha/maj) | 612 | 612 | 37.95
multiplexers | 9 | 9 | 0.3359
routing by layer:
| metal | vias up | GRT usage (%) | routed length [um] |
|---|---|---|---|
| met3 | 114 | 4.174 | 5261 |
| met5 | - | 0 | 0 |
| met4 | 0 | 3.822 | 2088 |
| li1 | 10360 | - | - |
| met1 | 10650 | 22.87 | 31030 |
| met2 | 650 | 27.99 | 35880 |
where the power goes:
| part | total, mW | internal (mW) | switching [mW] |
|---|---|---|---|
| Clock | 0.466 | 0.289 | 0.177 |
| Combinational | 4.27 | 1.76 | 2.51 |
| Sequential | 0.519 | 0.462 | 0.0569 |
| Total | 5.26 | 2.51 | 2.74 |
worst max-delay path by stage:
stage / depth (start not counted) / end / slack, ns
4_1_cts: 25 / gray_data[32]$_SDFFE_PP0P_ / 9.87
5_1_grt: 25 / gray_data[32]$_SDFFE_PP0P_ / 9.26
6_report: 26 / gray_data[32]$_SDFFE_PP0P_ / 9.84
worst max-delay path, cell delays in order:
cell and delay (ns):
clkdlybuf4s50_1 0.46, buf_4 0.34, nor2_1 0.09, buf_4 0.22, inv_1 0.64, nand2_1 0.20, fa_1 0.52, inv_1 0.05
fa_1 0.54, fa_1 0.43, fa_1 0.51, fa_1 0.44, fa_1 0.55, inv_1 0.05, fa_1 0.52, inv_1 0.04
ha_1 0.36, a21oi_1 0.22, o21bai_1 0.14, nand4_1 0.12, a21oi_1 0.11, nor4b_1 0.54, nor2_1 0.16, o31ai_1 0.27
xor2_1 0.18, o21ai_1 0.07
per-stage QoR:
stage	hold slack, ns	utilization, %
after global routing	0.4844	33.94
after CTS	0.4665	33.94
after floorplan	0.4257	-
final	0.4683	33.94
after detailed placement	0.4596	32.95
after global placement	0.4514	32.95
cells in the final DEF, fill, tap and decap left out, types with 31 or more instances in the layout:
master / count
nor2b_1: 93
xnor2_1: 88
o21ai_0: 143
buf_4: 58
dfrtp_1: 128
nand3_1: 48
clkdlybuf4s50_1: 103
fa_1: 413
a22oi_1: 35
a21oi_1: 117
nor2_1: 229
xor2_1: 71
a22o_1: 31
nor3_1: 37
and2_1: 99
a21o_1: 54
ha_1: 193
dfxtp_1: 73
inv_1: 550
nand2_1: 315
Power is estimated from default activity; no workload was simulated.
